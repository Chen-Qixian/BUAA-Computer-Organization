## flow/run.sh

```bash
#!/bin/bash
# OpenROAD 26Q1-2900-gdf79404cd8, Yosys 0.63+post, stock flow scripts
make -C /OpenROAD-flow-scripts/flow DESIGN_CONFIG=/design/flow/config.mk WORK_HOME=/design/flow/orfs finish
```

## flow/config.mk

```make
export PLATFORM = sky130hd
export DESIGN_NAME = code
export DESIGN_NICKNAME = code
export VERILOG_FILES = /design/flow/design.v
export SDC_FILE = /design/flow/constraint.sdc
export NUM_CORES = 4
export LEC_CHECK = 1
export CORE_UTILIZATION = 40
```

## flow/design.v

```verilog
`timescale 1ns / 1ps
module code(
    input Clk,
    input Reset,
    input Slt,
    input En,
    output [63:0] Output0,
    output [63:0] Output1
    );
	 reg [63:0] out0,out1,temp;
	 assign Output0 = out0;
	 assign Output1 = out1;
	 initial begin
		out0 <= 0;
		out1 <= 0;
		temp <= 0;
	 end
	 always @(posedge Clk) begin
		if (Reset) begin
			out0 <= 0;
			out1 <= 0;
			temp <= 0;
		end
		else begin
			if (En) begin
				if (Slt) begin
					if (temp == 3) begin
						out1 <= out1 + 1;
						temp <= 0 ;
					end
					else begin
						temp <= temp + 1;
					end
				end
				else begin
					out0 <= out0 + 1;
				end
			end
		end
	 end
endmodule
```

## flow/constraint.sdc

```tcl
current_design code

set clk_period 9.6
set clk_io_pct 0.2

create_clock -name clk0 -period $clk_period [get_ports {Clk}]

set non_clock_inputs [all_inputs -no_clocks]
set_input_delay [expr $clk_period * $clk_io_pct] -clock clk0 $non_clock_inputs
set_output_delay [expr $clk_period * $clk_io_pct] -clock clk0 [all_outputs]
```

==> Table 3: Implementation characteristics <==
Summary of implementation characteristics

Parameter                              Value

Clock tree
  # hold bufs at CTS    0
  Setup Buffers After CTS    0
  Clk slew on worst S/H paths    0.07 ns
  CTS sink cnt    192
  CTS H-tree depth    4
  Post-cts sizing count    0
  Clock tree from TritonCTS    done
  TritonCTS Buffers    17
  Clk ins delay skew pair    0.43 ns
  Clock tree root driver cell    clkbuf_16
  Bufs on Longest Clock Path    2

Synth
  Number of standard cells after synthesis    roughly 1100
  Synthesized registers    192
  Avg Cell Area, Syn    8.26 um2
  Number of synthesis warnings    1
  Register area share after synthesis    42.7%
  Cell area after technology mapping    9010 um2
  EDFF count, synth    0
  Primary FF master, synth    dfxtp_1
  Chip area from the yosys synthesis statistics    9010 um2
  Cell total in the yosys stat output    1090
  Share of flip-flops with an asynchronous set or reset after synthesis    0%
  Distinct cell type count after synthesis    ~40

Floorplanning
  Die extent in x    152 um
  Num rows    54
  Height of the die    152 um
  Number of I/O pins    132
  Core Footprint    between 20000 and 25000 um2
  Chip Area    between 20000 and 25000 um2
  FP Util    41.0%

Status
  Run status    complete, but fails checks
  Failing checks    DRC

GRT
  Met3 demand-to-capacity share in global routing    4.42%
  Total routing resource utilization after global routing    19.7%
  Layer carrying the most global-route usage    met2
  Met2 Resource Use GR    31.1%
  Gr ovfl total    0
  Largest net degree at the start of global routing    73
  Number of global-route vias before repair    7266
  Met1 usage in global routing    29.6%
  First-pass GRT wire length    37000 um
  Number of antenna violations at the first check in global routing    0

Route
  Wire length reported by the detailed router    21700 um
  DRC viols    19
  Count of routing violations after the opening detailed-route iteration    roughly 380
  Post-DR wirelength/cell    about 15 um
  Vias after detailed routing    7867
  Post-route antenna net violation count    0
  TritonRoute pass-1 iters    48
  Number of diodes    0
  Mean number of vias per cell    5.25

Placed design
  Detailed placement HPWL    14700 um
  Placer's final routability congestion estimate    0.833
  Placement-stage cell area    around 11000 um2
  Number of buffer cells added on primary ports    131

Timing
  Final period util    a little under half
  Slew Limit Headroom    between 40 and 50%
  Setup violation total in the final timing report    0
  Achievable Freq    228 MHz
  Post-route clock skew    0.0120 ns
  Post-route minimum period    4.39 ns
  Hold Vio Cnt, Final    0
  Total Neg Setup Slack    0 ns
  Final Slew Violations    0
  Actual transition at the worst max-transition pin    between 0.8 and 0.9 ns
  Setup repair after global routing missed its margin    false

Setup path
  Worst Reg-to-Reg Cells    6
  Crit-path max FO    36
  Critical Path End Type    register
  Buffering stage count on the worst path with inverters included    2
  Delay of the slowest critical-path stage    0.60 ns
  Critical path launch point type    input port
  WP data required    9.95 ns
  Family with the most delay on the worst path    simple AND/OR/NAND/NOR gates
  Start-to-end type of the worst setup path    in -> reg
  Critical path depth in cells    8
  Slowest stage cell on the critical path    clkdlybuf4s50_1
  CP Data Arrival Time    4.74 ns
  Cells along the critical path    clkdlybuf4s50_1 -> and3_1 -> nand3_1 -> nor3_4 -> buf_4 -> nand4_1 -> or3_1 -> a21oi_1

Hold path
  Hold Path Class    reg -> reg
  Cells on Worst Hold Path    2

Pwr
  Pwr Density    around 140 nW/um2
  Leak    3.55 nW
  Max VDD drop    0.107 mV

Cells and area
  Area Overhead vs Synth    24.6%
  Fraction of final layout cells with drive strength greater than 1    roughly 5.0%
  Fin area    11200 um2

Job
  Max_cap viols    0
  Tool warning count    25
layout make-up:
| cell class | count | area, um2 |
|---|---|---|
| fill | 2044 | 10700 |
| multi-input combinational | 827 | 4900 |
| sequential | 192 | 3840 |
| timing repair buffer | 138 | 1360 |
| clock buffer | 17 | 425 |
| tap | 280 | 350 |
| clock inverter | 15 | 230 |
| inverter | 30 | 113 |
stage by stage:
step           hold WS, ns  instances  total power, mW  worst slack [ns]  util (%)
2_1_floorplan        0.436       1090            0.830              5.82         -
5_1_grt              0.494       1499             1.66              4.98      51.1
6_report             0.476       1499             1.61              5.21      51.1
4_1_cts              0.479       1499             1.63              5.22      51.1
3_3_place_gp         0.463       1467            0.837              4.85      48.1
3_5_place_dp         0.470       1467            0.837              4.77      48.1
worst min-delay path, delay by kind of cell (launching register included):
family	cells	cell delay, ns
AND-OR/OR-AND	1	0.05
flip-flops	1	0.32
AND/OR/NAND/NOR	1	0.05
sequential cells by signal, indices dropped and copies added (netlist names):
name  count
out0     64
out1     64
temp     64
worst paths after layout:
path,slack [ns],from,end
hold reg to reg,0.48,temp[1],temp[1]
setup / recovery,5.21,En,out1[55]
setup reg to reg,6.66,temp[26],temp[62]
hold / removal,0.48,temp[1],temp[1]
power by group:
| part | switching (mW) | leakage [nW] | internal [mW] | total, mW |
|---|---|---|---|---|
| Clock | 0.322 | 0.311 | 0.466 | 0.788 |
| Combinational | 0.0154 | 1.69 | 0.00450 | 0.0199 |
| Sequential | 0.00123 | 1.55 | 0.797 | 0.798 |
per-layer routing:
layer,share of wire (%),vias to the layer above
li1,-,4065
met3,6.0,10
met4,0.68,0
met1,49,3629
met5,0,-
met2,45,163
Yosys cell counts (all sizes together), types with 8 or more instances:
cell | number | area, um2
a21oi | 41 | 205
and2 | 11 | 68.8
and3 | 34 | 213
and4 | 23 | 201
buf | 8 | 42.5
clkbuf | 33 | 124
dfxtp | 192 | 3840
inv | 30 | 113
nand2 | 64 | 240
nand3 | 64 | 320
nand4 | 72 | 457
nor2 | 186 | 698
nor3 | 34 | 190
nor4 | 39 | 256
o21ai | 30 | 150
or3 | 37 | 231
or4 | 11 | 82.6
xnor2 | 81 | 709
xor2 | 66 | 578
kinds of logic after synthesis:
| logic type | count (synthesis) | share of synthesized area (%) |
|---|---|---|
| and+or+nand+nor | 591 | 34.2 |
| DFF | 192 | 42.7 |
| xor gates and xnor gates | 147 | 14.3 |
| AOI/OAI and AO/OA | 84 | 5.13 |
| buffers and inverters | 71 | 3.10 |
| adders and majority gates | 3 | 0.417 |
| muxes | 2 | 0.222 |
layout by cell type (no fill, tap or decap), drive strengths merged, types with 2 or more instances in the layout:
cell and instances:
xnor2 81, nand3 64, clkbuf 17, nand4b 2, buf 8, o21ba 2, nor3 34, bufinv 5
xor2 66, or4 11, or2 6, or4b 2, nand4 72, nor2 186, a21oi 41, dfxtp 192
nand2 64, and3 34, mux2i 2, or3 37, o21ai 30, nor4 39, clkinv 3, a31o 2
and4 23, clkdlybuf4s50 130, clkinvlp 3, ha 3, o31ai 6, inv 34, and2 11, nor2b 4
No activity file was given, so power comes from the tool's default toggle rates.
