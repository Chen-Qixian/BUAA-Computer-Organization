==> design/flow/config.mk <==
export PLATFORM = sky130hd
export DESIGN_NAME = COCO
export DESIGN_NICKNAME = COCO
export VERILOG_FILES = /design/flow/design.v
export SDC_FILE = /design/flow/constraint.sdc
export NUM_CORES = 4
export LEC_CHECK = 1
export CORE_UTILIZATION = 40
==> design/flow/constraint.sdc <==
current_design COCO

set clk_period 10.0
set clk_io_pct 0.2

create_clock -name clk0 -period $clk_period [get_ports {clk}]

set non_clock_inputs [all_inputs -no_clocks]
set_input_delay [expr $clk_period * $clk_io_pct] -clock clk0 $non_clock_inputs
set_output_delay [expr $clk_period * $clk_io_pct] -clock clk0 [all_outputs]
==> design/flow/design.v <==
`timescale 1ns / 1ps
module COCO(
    input clk,
    input reset,
    input [3:2] addr,
    input WE,
    input [31:0] Din,
    output [31:0] Dout,
    output IRQ
    );
	 reg [31:0] ctrl,preset,count;
	 initial begin
		ctrl   = 32'b0;
		preset = 32'b0;
		count  = 32'b0;
	 end
	 always @(posedge clk) begin
		if (reset) begin
			ctrl   = 32'b0;
			preset = 32'b0;
			count  = 32'b0;
		end
		else if (WE) begin
			case (addr) 
				2'b00:
					begin
						ctrl[3:0] = Din[3:0];
						count     = preset;
					end
				2'b01:
					begin
						preset = Din;
						count  = Din;
					end
				default:
					begin
					end
			endcase
		end
		else begin
			if (ctrl[2:1] == 2'b00) begin
				if(ctrl[0]) begin
					if (count > 0) begin
						count = count - 1;
					end
					else begin
						ctrl[0] = 0;
					end
				end
			end
			else if (ctrl[2:1] == 2'b01) begin
				if	(ctrl[0]) begin
					if (count > 0) begin
						count = count - 1;
					end
					else begin
						count = preset;
					end
				end
			end
		end
	 end
	 assign IRQ  = (count == 0) & ctrl[3];
	 assign Dout = (addr == 2'b00) ? ctrl :
						(addr == 2'b01) ? preset :
						(addr == 2'b10) ? count : 0;
endmodule
==> design/flow/run.sh <==
#!/bin/bash
# OpenROAD 26Q1-2900-gdf79404cd8, Yosys 0.63+post, stock flow scripts
make -C /OpenROAD-flow-scripts/flow DESIGN_CONFIG=/design/flow/config.mk WORK_HOME=/design/flow/orfs finish
==> results.yml <==
# generated from flow reports
grt:
  grt.total_usage_pct: 24.56
  first_global_vias: 3988
  grt.overflow.total: 0
  grt_antenna_before_repair: 0
  grt_max_degree: 62
  grt_first_pass_wirelength_mm: 21.27
timing:
  finalClockPeriodUsage_pct: 59.28
  finalSetupViolCount: 0
  timing.slew.headroom_pct: 46.41
  final.setup.tns_ns: 0
  final.hold.worst_slack_ns: 0.4759
  rsz0062_at_grt: "no"
  fmax_ghz: 0.1687
  drv_slew: 0
  worst-slew-pin-transition_ns: 0.7977
  clock-skew-final_ns: 0.01004
  period_needed_ns: 5.928
  hold_violations: 0
yosys:
  yosys-top-cells-area: "dfxtp_1 (32%), nand2_1 (7.9%), a22o_1 (5.8%)"
  synth.ff_latch_count: 68
  ys_cells: 552
  top_area_share_pct: 32.01
  postSynth.asyncResetShare_pct: 0
  yosysSeqAreaShare_pct: 32.01
  dominantRegCellSynth: "dfxtp_1"
  netlist_top_cells_count: "nand2_1 (89), dfxtp_1 (68), a21oi_1 (45), nor2_1 (43), clkbuf_1 (37)"
  most_common_cell: "nand2_1"
  count_of_library_flops_with_an_enable_pin: 0
  synth.yosys.warnings: 1
  synth.lib_cells_used.distinct: 59
  yosys_area_um2: 4253
  postSynthAreaPerCell_um2: 7.704
  syn-cell-area_um2: 4253
  yosysTopAreaCell: "dfxtp_1"
  netlist_instances: 552
setup_path:
  cp_max_fo: 28
  startpoint_of_the_worst_slack_reg_to_reg_timing_path: "count[0]"
  critical_path_end_type: "primary output"
  critPathLaunchType: "primary input"
  cp_launch_point: "addr[3]"
  timing.critical_path.arrival_ns: 3.93
  worstPathRequired_ns: 8.00
  worstSetupPathType: "in2out"
layout:
  area.growth.synth_to_final_pct: 23.12
  final_layout_size_suffix_gt1_share_pct: 8.863
  post_layout_nonfiller_instances: 734
  final_area_um2: 5236
  fin_util_pct: 50.72
placed_design:
  finalWeightedCongestion: 0.8529
  portBuffers: 69
  detailed_place.area_um2: 4986
  place.detailed.instances: 718
  dp_hpwl_mm: 8.303
run:
  cap_violations: 0
  warnings: 25
clocking:
  clk_root_buf: "clkbuf_8"
  cts_max_path_buffers: 2
  cts-resized-gates: 0
  clock_insertion_delay_worst_skew_ns: 0.35
  cts-htree-levels: 3
  clock_sinks: 68
  cts_post_setup_buffers_inserted: 0
  clock_input_transition_at_the_sequential_cells_of_the_worst_setup_and_hold_paths_ns: 0.07
  cts.hold.buffers_added: 0
  cts_tree: "done"
  cts_inserted_buffers: 9
routing:
  detail_route.antenna_diodes: 0
  route.detailed.drc: 0
  antenna_left: 0
  drt-vias-per-instance: 5.985
  drt_iter0_drc: 243
  drt-wirelength-per-cell_um: 17.99
  dr_total_vias: 4393
  totalWireLength_mm: 13.21
  drt_pass1_iterations: 6
pwr:
  share_seq_of_total_power_pct: 39.3
  power_report.internal_total_uw: 553.4
  switching_power_uw: 242.8
  cellPowerDensity_nw_per_um2: 152.1
  combPwrFrac_pct: 24.2
  total_leakage_power_nw: 1.813
  ir_drop_mv: 0.07741
  power.share.switching_pct: 30.50
  clock_power_share_pct: 36.5
worst_hold_path:
  hold_class: "reg2reg"
  min-delay-start: "preset[4]"
floorplanning:
  num_io_pins: 70
  placement_rows: 37
  dieHeight_um: 105.1
  fp.dieW_um: 105.1
  fp-utilization_pct: 41.20
  core_area_um2: 10320
  fp.dieArea_um2: 11050
outcome:
  result_of_the_run: "completed"
-- power by group through the flow --
stage     Combinational (mW)  Sequential (mW)  Clock [mW]
4_1_cts                0.192            0.313       0.294
6_report               0.193            0.313       0.290
5_1_grt                0.213            0.316       0.304
-- placed cells by master (no fill, tap or decap), types with 9 or more instances in the layout --
cell / synthesis / layout
nor4_1: 12 / 12
clkdlybuf4s50_1: 0 / 68
or3_1: 9 / 9
mux2i_1: 9 / 9
xnor2_1: 12 / 12
a221oi_1: 17 / 17
nor3_1: 21 / 21
o211ai_1: 9 / 9
a21oi_1: 45 / 45
buf_4: 1 / 12
a211oi_2: 11 / 11
nand2_1: 89 / 89
nor2_1: 43 / 42
dfxtp_1: 68 / 68
or4_1: 14 / 14
o21ai_0: 17 / 17
clkbuf_8: 0 / 11
a22o_1: 28 / 28
-- kinds of logic after synthesis --
kind of cell,count (synthesis),synth area share [%]
simple gates,214,23.59
buf+inv,60,6.002
flops,68,32.01
compound gates,181,32.07
fa+ha+maj,1,0.2942
xor+xnor,19,3.913
mux,9,2.118
-- area by class of cell --
class,count,area [um2]
fill,994,5087
sequential,68,1361
tap,136,170.2
clock buffer,12,155.1
multi-input combinational,424,2645
clock inverter,4,95.09
inverter,9,33.78
timing repair buffer,81,775.7
-- critical path, stage by stage --
cell,delay (ns)
clkdlybuf4s50_1,0.68
nor2b_2,0.20
buf_4,0.34
a22o_1,0.23
clkdlybuf4s50_1,0.46
-- flip-flops by register name, indices dropped and copies added (netlist names) --
register / cells
preset: 32
count: 32
ctrl: 4
-- metal layers --
metal / wire, um / vias to the layer above / track usage (%)
met2: 5933 / 139 / 37.37
met1: 6470 / 2088 / 39.24
li1: - / 2149 / -
met3: 610 / 17 / 2.541
met4: 191 / 0 / 3.622
met5: 0 / - / 0
-- metrics by stage --
step | setup WS, ns | total power [mW]
after floorplan | 4.832 | 0.4471
after global placement | 4.105 | 0.5066
after detailed placement | 4.088 | 0.5089
after CTS | 4.073 | 0.7982
after global routing | 3.951 | 0.8331
final | 4.072 | 0.7962
-- worst paths after layout --
check              end  slack [ns]  depth (start not counted)
max           Dout[15]        4.07                          5
min          preset[4]        0.48                          2
max reg2reg   count[1]        6.30                          9
min reg2reg  preset[4]        0.48                          2
Power is estimated from default activity; no workload was simulated.
