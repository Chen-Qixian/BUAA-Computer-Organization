[config.mk]
export PLATFORM = sky130hd
export DESIGN_NAME = CP0
export DESIGN_NICKNAME = CP0
export VERILOG_FILES = /design/flow/design.v
export SDC_FILE = /design/flow/constraint.sdc
export NUM_CORES = 4
export LEC_CHECK = 1
export CORE_UTILIZATION = 50
[constraint.sdc]
current_design CP0

set clk_period 12.7
set clk_io_pct 0.2

create_clock -name clk0 -period $clk_period [get_ports {clk}]

set non_clock_inputs [all_inputs -no_clocks]
set_input_delay [expr $clk_period * $clk_io_pct] -clock clk0 $non_clock_inputs
set_output_delay [expr $clk_period * $clk_io_pct] -clock clk0 [all_outputs]
[design.v]
`timescale 1ns / 1ps
module CP0(
    input clk,
    input reset,
    input [31:0] Din,
    input [31:0] PC,
    input [5:0] HWInt,
    input [4:0] A1,          
    input [4:0] A2,          
    input [6:2] ExcCode,
    input WE,
    input EXLSet,
    input EXLClr,
	 input BDSet,
    output intreq,
    output reg [31:0] EPC,
    output [31:0] DOut
    );
	 reg [31:0] SR,CAUSE,PRID;
	 reg [15:10] im;
	 reg ie,exl,bd;
	 assign intreq = (|(HWInt & im) & !exl & ie) | ((ExcCode != 5'b0) & !exl);
	 assign DOut   = (A1 == 5'd12)    ? SR :
						  (A1 == 5'd13) ? CAUSE :
						  (A1 == 5'd14)   ? EPC : 
						  (A1 == 5'd15)  ? PRID : 0;
	 initial begin
		SR    = 32'h0;    
		CAUSE = 32'b0;
		EPC   = 32'b0;
		PRID  = 32'h19980107;
		im    = 6'b0;
		ie    = 1'b0;
		exl   = 1'b0;
		bd    = 1'b0;
	 end
	 always @(posedge clk) begin
		if (reset) begin
			SR    = 32'h0;        
			CAUSE = 32'b0;
			EPC   = 32'b0;
		end
		else begin
			if (WE & (A2 == 5'd12)) begin
				im  = Din[15:10];
				exl = Din[1];
				ie  = Din[0];
				SR  = Din;
			end
			else if (WE & (A2 == 5'd14)) begin
				EPC = Din;
			end
			if (intreq) begin
				if (BDSet) begin
					bd  = 1'b1;
					EPC = PC - 4; 
				end
				else begin
					EPC = PC;
				end
				if (|(HWInt & im) & !exl & ie) begin
					CAUSE = {bd,15'b0,HWInt,10'b0};
				end
				else begin
					CAUSE = {bd,15'b0,HWInt,3'b0,ExcCode,1'b0};
				end
			end
			if (EXLSet) begin
				exl   = 1'b1;
				SR[1] = 1'b1;
			end
			if (EXLClr) begin
				exl   = 1'b0;
				SR[1] = 1'b0;
			end
		end
	end
endmodule
[run.sh]
#!/bin/bash
# OpenROAD 26Q1-2900-gdf79404cd8, Yosys 0.63+post, stock flow scripts
make -C /OpenROAD-flow-scripts/flow DESIGN_CONFIG=/design/flow/config.mk WORK_HOME=/design/flow/orfs finish
==> impl_metrics.tcl <==
# flow metrics
set metrics [dict create \
    grt_busiest_layer "met1" \
    switching_power_uw 162 \
    post-route-period-util_pct 59.6 \
    yosys_warnings 1 \
    openroad.warnings 26 \
    critPathMaxFanout 73 \
    antennaDiodeCount 0 \
    internal-power_uw 467 \
    status "finished, final reports clean" \
    htree_levels 3 \
    crit_required_ns 10.16 \
    route.detailed.drc 0 \
    cts-root-buf "clkbuf_8" \
    gp_congestion 0.913 \
    ctsLongestPathBuffers 2 \
    ys_types 51 \
    core-area_um2 9200 \
    dpl_cell_area_um2 6310 \
    clockPowerShare_pct 33.8 \
    maxCapViolations 0 \
    grtUsageMet3_pct 7.43 \
    rsz0062_at_grt "false" \
    fp_util_pct 51.4 \
    crit_slowest_cell "buf_4" \
    worstSetupPathType "in2out" \
    slew_headroom_pct 35.2 \
    use_met1_pct 45.0 \
    path_clk_slew_ns 0.09 \
    finalSetupViolCount 0 \
    grt_max_degree 76 \
    port_buffers 155 \
    hold_path.class "reg2reg" \
    synth_flops 87 \
    grt_pass1_wl_um 21900 \
    post-dp-hpwl_um 9210 \
    clock_latency_ns 0.35 \
    vias 4639 \
    ys_cells 584 \
    critical-path-max-stage-delay_ns 0.55 \
    p_leak_nw 2.32 \
    ir_worst_vdd_mv 0.0617 \
    comb_power_share_pct 18.2 \
    worst_clock_skew_ns 0.00773 \
    sequentialPowerShare_pct 48.0 \
    drtAntennaViolNets 0 \
    worst_pin_slew_ns 0.970 \
    edf_count 9 \
    crit_family "buffers and inverters" \
    grt_pass1_vias 4398 \
    drt-initial-drc-count 230 \
    cts_hold_buf 0 \
    fin_ws_ns 5.13 \
    ff_type "dfxtp_1" \
    worstSetupEndpointType "output port" \
    clock-sinks 87 \
    fin_area_um2 6530 \
    power_density_nw_per_um2 96.4 \
    nFillCells 709 \
    syn_inst 584 \
    syn_area_um2 4730 \
    switching_share_pct 25.7 \
    ctsResizeCount 0 \
    dr.pass1.iters 4 \
    ys_seq_share_pct 38.7 \
    fin_total_pwr_uw 629 \
    crit_buf_inv 4 \
    syn_to_final_growth_pct 38.0 \
    die_y_um 99.3 \
    chip_area_um2 9850 \
    postCtsSetupBuffers 0 \
    min_period_ns 7.57 \
    wirelength_um 13500 \
    avgSynthCellArea_um2 8.10 \
    overflow 0 \
    hold_ws_ns 0.455 \
    cts_tree "done" \
    drive_gt1_share_pct 5.56 \
    dp_slack_ns 5.14 \
    ios 156 \
    numCtsBuffers 9 \
    ys_area_um2 4730 \
    path_cells "clkdlybuf4s50_1 -> or4_1 -> nor2_1 -> a21o_2 -> buf_4 -> inv_2 -> clkdlybuf4s50_1" \
    use_met2_pct 43.1 \
    antenna_found_initial 0 \
    finalHoldViolCount 0 \
    cp_common_cell "clkdlybuf4s50_1" \
    start_kind "input pin" \
    post_drt_wl_per_cell_um 16.2 \
    vias_per_cell 5.58 \
    async_flop_share_pct 0 \
    timing.fmax_mhz 132 \
    setup_tns_ns 0 \
    grtUsageTotal_pct 29.0 \
    rows 35 \
    cp.arrival_ns 5.03 \
    die_x_um 99.3 \
    slew_violations 0 \
]
[tightest hold or removal path: stages, from the launching register on]
cell	delay [ns]
dfxtp_1	0.31
nand2_1	0.05
a21oi_1	0.05
[placed cells by master, fill, tap and decap left out, types with 3 or more instances in the layout]
cell type | Yosys | layout
a2111oi_0 | 4 | 4
a211oi_1 | 33 | 33
a21oi_1 | 55 | 55
a22o_1 | 3 | 3
a22oi_1 | 3 | 3
a31oi_1 | 3 | 3
and3_1 | 10 | 10
and4_1 | 3 | 3
buf_4 | 0 | 8
clkbuf_8 | 0 | 9
clkdlybuf4s50_1 | 0 | 153
dfxtp_1 | 78 | 78
edfxtp_1 | 9 | 9
inv_1 | 5 | 5
mux2i_1 | 54 | 54
nand2_1 | 88 | 88
nand2b_1 | 3 | 3
nand3_1 | 7 | 7
nor2_1 | 88 | 88
nor2b_1 | 3 | 3
nor3_1 | 15 | 14
nor4_1 | 5 | 5
o21ai_0 | 8 | 8
o21ai_1 | 3 | 3
o221a_1 | 5 | 5
or4_1 | 4 | 4
xnor2_1 | 5 | 5
xor2_1 | 19 | 19
[routing by layer]
metal | vias up | wire length [um]
met4 | 0 | 179
met1 | 2114 | 6390
met3 | 13 | 998
met2 | 179 | 5910
li1 | 2333 | -
met5 | - | 0
[sequential cells by signal (all words and copies together) (netlist names)]
name and cells:
bd 1, ie 1, im 6, SR 32, exl 1, EPC 32
CAUSE 14
[cells in the mapped netlist, types with 5 or more instances]
cell type,number,share of area (%)
nand2_1,88,7.0
edfxtp_1,9,5.7
and3_1,10,1.3
o221a_1,5,1.2
buf_1,7,0.56
o21ai_0,8,0.85
xor2_1,19,3.5
inv_1,5,0.40
nor4_1,5,0.66
nand3_1,7,0.74
a21oi_1,55,5.8
xnor2_1,5,0.93
a211oi_1,33,5.2
dfxtp_1,78,33
clkbuf_1,31,2.5
nor3_1,15,1.6
mux2i_1,54,11
nor2_1,88,7.0
[path summary, 6_finish.rpt]
check,start,endpoint,slack [ns],cells after the start
min,SR[2],SR[2],0.45,2
min reg2reg,SR[2],SR[2],0.45,2
max reg2reg,im[13],CAUSE[13],10.13,8
max,ExcCode[3],intreq,5.13,7
[metrics by stage]
step                instances  utilization, %
floorplan                 584               -
detailed placement        815            68.6
CTS                       831            71.0
global route              831            71.0
global placement          815            68.6
finish                    831            71.0
[cells by family after synthesis]
logic type | count (synthesis) | share of synthesized area (%)
AOI/OAI and AO/OA | 123 | 16.9
and+or+nand+nor | 242 | 23.1
adders and majority gates | 1 | 0.265
buffers and inverters | 50 | 4.23
muxes | 57 | 12.3
DFF | 87 | 38.7
xor gates and xnor gates | 24 | 4.44
[power by group through the flow]
stage / registers (mW) / clock network (mW) / logic, mW
after CTS: 0.302 / 0.217 / 0.114
after global routing: 0.304 / 0.227 / 0.125
final: 0.302 / 0.213 / 0.114
[area by class of cell]
cell class	count	area (um2)	share of cell area, %
Sequential cell	87	1830	28.1
Tap cell	111	139	2.13
Timing Repair Buffer	163	1600	24.5
Clock inverter	7	95.1	1.46
Clock buffer	9	124	1.90
Multi-Input combinational cell	447	2710	41.5
Inverter	7	26.3	0.403
